==> design/flow/design.v <==
`timescale 1ns/10ps
module  CONV(
	input									clk,
	input									reset,
	output reg						busy,	
	input									ready,	
	output reg 	[11:0] 		iaddr,
	input 			[19:0]		idata,	
	output reg 	 					cwr,
	output reg 	[11:0]	 	caddr_wr,
	output reg 	[19:0] 	 	cdata_wr,
	output reg	 					crd,
	output reg 	[11:0] 	 	caddr_rd,
	input	 			[19:0]		cdata_rd,
	output reg 	[2:0]			csel
);
	parameter signed BIAS = 20'h01310;
	parameter signed KERNEL_0 = 20'h0A89E;
	parameter signed KERNEL_1 = 20'h092D5;
	parameter signed KERNEL_2 = 20'h06D43;
	parameter signed KERNEL_3 = 20'h01004;
	parameter signed KERNEL_4 = 20'hF8F71;
	parameter signed KERNEL_5 = 20'hF6E54;
	parameter signed KERNEL_6 = 20'hFA6D7;
	parameter signed KERNEL_7 = 20'hFC834;
	parameter signed KERNEL_8 = 20'hFAC19;
	reg men;
	reg signed [19:0] ma,mb;
	wire mv;
	wire signed [39:0] mo ;
	multi_div
	#(
	  .SIZE_A(20),
	  .SIZE_B(20),
	  .SIGNED(1),
	  .STEP_SIZE(1) 
	)u_m1(
	  .clk(clk),
		.reset_n(!reset),
	  .en(men),
	  .select(1'b0),
	  .a(ma),
	  .b(mb),
	  .P(mo),
	  .div_zero(),
	  .Valid(mv),
	  .Busy()
	);
	reg signed [42:0] write_register;
	parameter IDLE								=	'd0;
	parameter CONV_READ_PIXEL			=	'd1;
	parameter WAIT_READ_DATA			= 'd2;
	parameter CALC_CONV						= 'd3;
	parameter CALC_RELU 					= 'd4;
	parameter	CONV_WRITE_PIXEL		= 'd5;
	parameter MAXPOOL_READ_PIXEL	= 'd6;
	parameter MAXPOOL_COMPARE			= 'd7;
	parameter MAXPOOL_WRITE_PIXEL	= 'd8; 
	parameter WAIT_WRITE					= 'd9; 
	reg [3:0] state, next_state;
	reg [5:0] state_x,state_y;
	reg [1:0] dx,dy ;
	always@(posedge clk or posedge reset) begin
		if(reset)begin
			busy <= 1'b0;
		end
		else begin
			if(state!=IDLE) busy <= 1'b1;
			else busy <= 1'b0;
		end
	end
	always @(posedge clk or posedge reset) begin : state_machine
		if(reset)begin
			state <= IDLE;
		end
		else begin
			state <= next_state;
		end
	end
	always@(*)begin : proc_next_state 
		case(state)
			IDLE:begin
				next_state = ready ? CONV_READ_PIXEL:IDLE;
			end
			CONV_READ_PIXEL:next_state = WAIT_READ_DATA;
			WAIT_READ_DATA:next_state = CALC_CONV;
			CALC_CONV:begin
				if(mv)begin
					if(dx==2 && dy==2) next_state = CALC_RELU;
					else next_state = CONV_READ_PIXEL;
				end
				else next_state = CALC_CONV;
			end
			CALC_RELU:begin
				next_state = CONV_WRITE_PIXEL;
			end
			CONV_WRITE_PIXEL:begin
				next_state = &{state_x,state_y} ? MAXPOOL_READ_PIXEL: CONV_READ_PIXEL;
			end
			MAXPOOL_READ_PIXEL:begin
				next_state = MAXPOOL_COMPARE;
			end
			MAXPOOL_COMPARE:begin
				next_state = (dx==1 && dy==1) ? MAXPOOL_WRITE_PIXEL:MAXPOOL_READ_PIXEL;
			end
			MAXPOOL_WRITE_PIXEL:begin
				next_state = &{state_x[4:0],state_y[4:0]} ? WAIT_WRITE: MAXPOOL_READ_PIXEL;
			end
			default:begin
				next_state = IDLE;
			end	
		endcase
	end
	always@(posedge clk or posedge reset)begin :proc_coordinate
		if(reset)begin
			state_x <= 0;
			state_y <= 0;
			dy <= 0;
			dx <= 0;
		end
		else begin
			case(state)
				IDLE:begin
					state_x <= 0;
					state_y <= 0;
					dy <= 0;
					dx <= 0;
				end
				CALC_CONV:begin
					if(mv)begin
						if(dy == 2 && dx == 2) {dy,dx} <= 0;
						else if(dx == 2) begin
							dy <= dy + 1;
							dx <= 0;
						end
						else dx <= dx + 1;
					end
				end
				CONV_WRITE_PIXEL:begin
					{state_y,state_x} <= {state_y,state_x} + 1;
				end
				MAXPOOL_COMPARE:begin
					if(dx==1)begin
						dy <= dy + 1;
						dx <= 0;
					end
					else dx <= dx + 1;
				end
				MAXPOOL_WRITE_PIXEL:begin
					if(state_x==31)begin
						state_y <= state_y + 1;
						state_x <= 0;
					end
					else state_x <= state_x+1;
					dx <= 0;
					dy <= 0;
				end
			endcase
		end
	end
	reg [19:0] idata_zp; 
	always @(posedge clk or posedge reset) begin :Memory_Controller
		if(reset) begin
			iaddr <= 0;
		end
		else begin
			if(state==CONV_READ_PIXEL)begin
				iaddr[11:6] <= state_y+dy-1;
				iaddr[5:0] <= state_x+dx-1;
				idata_zp <= 0;
			end
		end
	end
	always@(posedge clk or posedge reset)begin
		if(reset)begin
			csel <= 0;
			cwr <= 0;
			crd <= 0;
			caddr_rd <= 0;
			caddr_wr <= 0;
			cdata_wr <= 0;
		end 
		else begin
			case(state)
				CONV_WRITE_PIXEL:begin
					csel <= 1;
					cwr <= 1;
					crd <= 0;
					caddr_wr <= {state_y,state_x};
					cdata_wr <= (write_register[35:16]+write_register[15]);
				end
				MAXPOOL_READ_PIXEL:begin
					csel <= 1;
					cwr <= 0;
					crd <= 1;
					caddr_rd <= {state_y[4:0],dy[0],state_x[4:0],dx[0]};
					caddr_wr <= 0;
					cdata_wr <= 0;
				end
				MAXPOOL_WRITE_PIXEL:begin
					csel <= 3;
					cwr <= 1;
					crd <= 0;
					cdata_wr <= $unsigned(write_register); 
					caddr_wr <= {2'b00,state_y[4:0],state_x[4:0]};
				end
				default:begin
					csel <= 0;
					cwr <= 0;
					caddr_rd <= 0;
					caddr_wr <= 0;
					cdata_wr <= 0;
				end
			endcase
		end
	end
	always@(*)begin :Multiplier_Conroller
		case(state)
			WAIT_READ_DATA:begin
				if( (state_x+dx-1)<0 || (state_x+dx-1)>63 || (state_y+dy-1)<0 || (state_y+dy-1)>63) idata_zp = 0;
				else idata_zp = idata;
				ma = $signed({1'b0,idata_zp});
				if(dx==0 && dy ==0) mb = KERNEL_0;
				else if(dx==1 && dy ==0) mb = KERNEL_1;
				else if(dx==2 && dy ==0) mb = KERNEL_2;
				else if(dx==0 && dy ==1) mb = KERNEL_3;
				else if(dx==1 && dy ==1) mb = KERNEL_4;
				else if(dx==2 && dy ==1) mb = KERNEL_5;
				else if(dx==0 && dy ==2) mb = KERNEL_6;
				else if(dx==1 && dy ==2) mb = KERNEL_7;
				else if(dx==2 && dy ==2) mb = KERNEL_8;
				men = 1;
			end
			default:begin
				ma = 0;
				mb = 0;
				men = 0;
			end
		endcase
	end
	always@(posedge clk or posedge reset)begin : Data_Proccess
		if(reset)begin
			write_register <= {4'd00,BIAS<<16}; 
		end
		else begin
			case(state)
				IDLE:begin
					write_register <= {4'd0,BIAS,16'd0}; 
				end
				CALC_CONV:begin
					if(mv)begin
						write_register <= write_register + $signed(mo);
					end
				end
				CALC_RELU:begin
					if(write_register<0) write_register <= 0;
				end
				CONV_WRITE_PIXEL:begin
					write_register <= {4'd0,BIAS,16'd0}; 
				end
				MAXPOOL_COMPARE:begin
					if(dx==0 && dy ==0)begin
						write_register <= cdata_rd;
					end
					else if(write_register < cdata_rd)begin
						write_register <= cdata_rd;
					end
				end
			endcase
		end
	end
endmodule
module multi_div
#(
  parameter SIZE_A = 128,
  parameter SIZE_B = 64,
  parameter SIGNED = 0,
  parameter STEP_SIZE = 2 
)(
  input wire clk,reset_n,
  input wire en,
  input wire select,
  input wire [SIZE_A-1:0] a,
  input wire [SIZE_B-1:0] b,
  output reg [SIZE_A+SIZE_B-1:0] P,
  output reg div_zero,
  output reg Valid,
  output reg Busy
);
  localparam  READ_IN       = 0,
              CALCULATE     = 1,
              PREPARE_DATA  = 2,
              DATA_OUT      = 3;
  reg [1:0] state,next_state;
  reg [9:0] state_counter;
  reg neg_signed;
  reg [SIZE_A-1:0] data_b;
  reg [SIZE_A+SIZE_B:0] r;   
  always@(*)begin
    Valid <= (state == DATA_OUT) ? 1'b1:1'b0;
    Busy  <= (state == CALCULATE || state == PREPARE_DATA) ? 1'b1:1'b0;
  end
  always@(posedge clk or negedge reset_n)begin
    if(!reset_n)begin
      state <= READ_IN;
    end
    else begin
      state <= next_state;
    end  
  end
  always@(*)begin
    case(state)
      READ_IN:begin
        if(en)begin
          if(select && b==0)begin
            next_state = DATA_OUT;
          end else begin
            next_state = CALCULATE;
          end 
        end
        else next_state = READ_IN;
      end
      CALCULATE:    next_state = (state_counter == (SIZE_A/STEP_SIZE)-1) ? PREPARE_DATA:CALCULATE;
      PREPARE_DATA: next_state = DATA_OUT;
      DATA_OUT :    next_state = READ_IN;
      default:      next_state = READ_IN;
    endcase
  end
  always@(posedge clk or negedge reset_n)begin
    if(!reset_n)begin
      state_counter <= 0;
    end
    else begin
      if(state == CALCULATE)begin
        state_counter <= state_counter + 1;
      end
      else begin
        state_counter <= 0;
      end
    end
  end
  reg [SIZE_A-1:0] na;
  reg [SIZE_B-1:0] nb;
  reg in_select;
  integer i;
  always@(posedge clk or negedge reset_n)begin
    if(~reset_n)begin
      r = 0;
      data_b = 0;
      in_select = 0;
			P = 0;
      neg_signed = 0;
    end else begin
      case(state)
        READ_IN   :begin
          if(en)begin
            if(SIGNED)begin
              neg_signed = a[SIZE_A-1] ^ b[SIZE_B-1];
              na = a[SIZE_A-1] ? -a:a;
              nb = b[SIZE_B-1] ? -b:b;
            end
            else begin
              na = a;
              nb = b;
            end
            r = {na,1'b0,{SIZE_B{1'b0}}};
            data_b = nb;
            in_select = select;
          end  
        end
        CALCULATE :begin
          for(i=0;i<STEP_SIZE;i=i+1)begin 
            if(in_select)begin  
              r = {r[SIZE_A+SIZE_B-1:0],r[SIZE_A+SIZE_B]};
              if( r[SIZE_B:0] >= data_b)begin
                r[SIZE_B+1] = 1;
                r[SIZE_B:0] = r[SIZE_B:0] - data_b;
              end
              else r[SIZE_B+1] = 0;
            end
            else begin  
              r = r[SIZE_A+SIZE_B] ? ((r<<1)+data_b) : (r<<1);
            end 
          end
        end
        PREPARE_DATA:begin
          if(in_select)begin
            P = r[ (SIZE_A+SIZE_B) -: SIZE_A];
          end else begin
            P = r[SIZE_A+SIZE_B-1:0];
          end
          if(neg_signed)begin
            P = -P;
          end
        end
      endcase
    end
  end
endmodule
==> design/flow/run.sh <==
#!/bin/bash
# OpenROAD 26Q1-2900-gdf79404cd8, Yosys 0.63+post, stock flow scripts
make -C /OpenROAD-flow-scripts/flow DESIGN_CONFIG=/design/flow/config.mk WORK_HOME=/design/flow/orfs finish
==> design/flow/config.mk <==
export PLATFORM = sky130hd
export DESIGN_NAME = CONV
export DESIGN_NICKNAME = CONV
export VERILOG_FILES = /design/flow/design.v
export SDC_FILE = /design/flow/constraint.sdc
export NUM_CORES = 4
export LEC_CHECK = 1
export CORE_UTILIZATION = 30
==> design/flow/constraint.sdc <==
current_design CONV

set clk_period 8.6
set clk_io_pct 0.2

create_clock -name clk0 -period $clk_period [get_ports {clk}]

set non_clock_inputs [all_inputs -no_clocks]
set_input_delay [expr $clk_period * $clk_io_pct] -clock clk0 $non_clock_inputs
set_output_delay [expr $clk_period * $clk_io_pct] -clock clk0 [all_outputs]
==> out/results.ini <==
[run_status]
outcome = completed

[logic_synthesis]
synth_warnings = 2
yosysChipArea_um2 = 17100
synth_cells = 2010
syn_avg_cell_area_um2 = 8.51
ys_async_sr_fraction_pct = 93.4
synth_area_leader_cell = dfrtp_1
ys_top_cells_by_area = dfrtp_1 35%, ha_1 8.4%, nand2_1 5.0%, o21ai_0 5.0%, a21oi_1 4.5%
top_cell_area_share_pct = 35.0
ys_types = 86
synth_area_um2 = 17100
ys.flop_type = dfrtp_1
ys.flops = 257
ys_cells = 2010
edf_count = 0

[global_route]
grt_pass1_vias = 14000
grt_usage_pct = 17.1
antenna_found_initial = 0
grt-ovfl-total = 0
grt_max_degree = 87
grt_pass1_wl_mm = 77.0

[floorplanning]
die-area_um2 = 58000
placementRows = 87
ioPinCount = 105
dieWidth_um = 241
die_h_um = 241
fp_util_pct = 30.3
core_area_um2 = 56400

[detailed_routing]
route.detailed.wl_per_inst_um = 17.0
first_pass_iters = 5
drt_iter0_drc = 989
drc_errors = 0
via_count = 14900
totalWireLength_mm = 48.4
routed_via_density = 5.23
antenna_left = 0
diodes = 0

[pwr]
switchingPower_mw = 0.514
power.share.clock_pct = 49.5
p_per_area_nw_per_um2 = 120
p_int_mw = 1.86
p_leak_nw = 8.90
pwr-share-comb_pct = 2.9
sequentialPowerShare_pct = 47.5
swShare_pct = 21.6
p_total_mw = 2.38
ir_worst_vdd_mv = 0.149

[setup_path]
required_ns = 9.07
start_kind = register
critPathMaxFanout = 18
path_class = reg2reg
crit_path_end_kind = register
cp.arrival_ns = 5.62
r2r_setup_slack_ns = 3.46

[placement]
gp_congestion = 0.933
hpwlAfterDp_mm = 36.9
io_buffers = 103

[sta]
rsz0062_at_grt = no
skew_ns = 0.0121
finalMaxSlewViolations = 0
maxSlewHeadroom_pct = 38.6
setup_tns_ns = 0
hold_violations = 0
fin_crit_sh_pct = 59.8
min_period_ns = 5.14
untimed_endpoints = 17
unclocked_pins = 17
fmax_mhz = 194
setup_violations = 0
worstMarginPinSlew_ns = 0.922

[worst_hold_path]
min_path_type = reg2reg

[cts]
cts_resized = 0
clockBufferDepth = 3
cts_made_buffers = 27
root_buffer = clkbuf_16
clk_pin_slew_worst_paths_ns = 0.06
holdBufCountCts = 0
cts_tree = yes
cts-htree-levels = 1
clock.latency.late_pin_ns = 0.55
post_cts_buffers = 0

[layout]
mostFrequentLayoutCell = dfrtp_1
syn_to_final_growth_pct = 15.7
fillers = 5672
layout_top_cells = 238 x dfrtp_1, 229 x nand2_1, 175 x nor2_1
final_layout_size_suffix_gt1_share_pct = 5.04

[job]
warning_count = 37
max_cap_viol_count = 0

## worst max-delay path, stage by stage, from the launching register on
cell	delay, ns
dfrtp_1	0.67
inv_1	0.25
ha_1	0.34
inv_1	0.04
ha_1	0.22
fa_1	0.42
a21oi_1	0.19
o21bai_1	0.11
nand2_1	0.08
a22oi_1	0.06
nand3_1	0.51
nor2_1	0.21
nand2_1	0.12
ha_1	0.19
nand2_1	0.13
or4_1	0.59
nor3_1	0.28
nor2_1	0.07
nor4b_1	0.29
o22ai_1	0.15
a31oi_1	0.16
## synthesized netlist by cell type (13+ instances only)
master,number
nor3_1,49
a22oi_1,26
o21bai_1,16
clkbuf_1,92
inv_1,84
nand2b_1,20
o41ai_1,13
or3_1,16
a21o_1,28
o211ai_1,14
a31oi_1,13
and2_1,13
a21oi_1,153
o21a_1,24
xor2_1,86
ha_1,115
o21ai_0,171
nor2_1,175
dlxtn_1,17
dfrtp_1,239
xnor2_1,69
nor4_1,16
nand2_1,229
a22o_1,19
nand4_1,32
mux2i_1,20
nor2b_1,14
nand3_1,51
o31ai_1,24
and3_1,17
## worst paths after layout
kind	startpoint	end	depth (start not counted)
worst max-delay path	dx[1]	u_m1.r[39]	20
worst min-delay path	u_m1.state_counter[0]	u_m1.state_counter[0]	1
worst max register to register	dx[1]	u_m1.r[39]	20
worst min register to register	u_m1.state_counter[0]	u_m1.state_counter[0]	1
max in group asynchronous	reset	u_m1.state[1]	3
min in group asynchronous	reset	caddr_rd[8]	2
## logic make-up after synthesis
kind of cell,Yosys count,share of synthesized area (%)
AOI/OAI and AO/OA,584,21.9
xor gates and xnor gates,155,7.94
adders and majority gates,119,8.88
buffers and inverters,190,4.26
DFF,240,35.1
latches,17,1.49
muxes,24,1.43
other,1,0.0219
and+or+nand+nor,680,19.0
## power groups by stage
stage | combinational [mW] | clock, mW | sequential [mW]
finish | 0.0701 | 1.18 | 1.13
global route | 0.0786 | 1.26 | 1.13
CTS | 0.0724 | 1.21 | 1.13
## flip-flops by register name, summed over array words and instances, names as in the netlist, 2 cells and up
signal / cells
dx: 2
csel: 2
u_m1.state_counter: 10
u_m1.state: 4
mb: 17
cdata_wr: 20
caddr_wr: 12
write_register: 43
dy: 2
u_m1.r: 41
state: 4
state_x: 6
u_m1.data_b: 20
state_y: 6
iaddr: 12
caddr_rd: 12
u_m1.P: 40
## layout make-up
class,count,area (um^2),area share [%]
clock buffer,35,756,3.82
clock inverter,14,148,0.747
inverter,88,338,1.71
multi-input combinational,1563,10100,51.1
sequential,257,6260,31.7
tap,756,946,4.78
timing repair buffer,128,1220,6.16
## stage by stage
step | area, um^2 | util, % | cells | hold WS (ns) | setup slack [ns]
finish | 19800 | 35.1 | 2841 | 0.458 | 3.46
global route | 19800 | 35.1 | 2841 | 0.484 | 3.14
CTS | 19800 | 35.1 | 2841 | 0.456 | 3.49
global placement | 18900 | 33.5 | 2792 | 0.437 | 3.63
floorplan | 17100 | - | 2010 | 0.352 | 0.294
detailed placement | 18900 | 33.5 | 2792 | 0.447 | 3.55
## layer usage
metal / wire length [um] / global-route usage, %
met1: 22800 / 25.3
met2: 21500 / 26.3
met3: 2840 / 3.15
met4: 1300 / 4.20
met5: 0 / 0
Power figures rest on the tool's default switching activity, not on a simulated workload.
